$ cat /design/flow/run.sh
#!/bin/bash
# OpenROAD 26Q1-2900-gdf79404cd8, Yosys 0.63+post, stock flow scripts
make -C /OpenROAD-flow-scripts/flow DESIGN_CONFIG=/design/flow/config.mk WORK_HOME=/design/flow/orfs finish
$ cat /design/flow/config.mk
export PLATFORM = sky130hd
export DESIGN_NAME = OutputBuffer
export DESIGN_NICKNAME = OutputBuffer
export VERILOG_FILES = /design/flow/design.v
export SDC_FILE = /design/flow/constraint.sdc
export NUM_CORES = 4
export LEC_CHECK = 1
export CORE_UTILIZATION = 40
$ cat /design/flow/constraint.sdc
current_design OutputBuffer

set clk_period 5.4
set clk_io_pct 0.2

create_clock -name clk0 -period $clk_period [get_ports {clk}]

set non_clock_inputs [all_inputs -no_clocks]
set_input_delay [expr $clk_period * $clk_io_pct] -clock clk0 $non_clock_inputs
set_output_delay [expr $clk_period * $clk_io_pct] -clock clk0 [all_outputs]
$ cat /design/flow/design.v
module OutputBuffer #(
    parameter MATRIX_SIZE = 3,
    parameter INPUT_WIDTH=8,
    parameter ADDR_WIDTH = $clog2(MATRIX_SIZE**2<<2),
    parameter OUTPUT_WIDTH = $clog2(MATRIX_SIZE*(2**INPUT_WIDTH))-1
)(
    input clk,
    input reset_n,
    input read_en,
    input [ADDR_WIDTH-1:0] READ_ADDR,
    input [MATRIX_SIZE-1:0] write_enable,  
    input [OUTPUT_WIDTH*MATRIX_SIZE-1:0] QK_RESULT ,  
    output [MATRIX_SIZE-1:0] IS_FULL,
    output reg [MATRIX_SIZE*OUTPUT_WIDTH-1:0] QK_RESULT_READ
);
reg [MATRIX_SIZE-1:0] result_Qiter;
reg [OUTPUT_WIDTH-1:0] BUFFER [4*MATRIX_SIZE-1:0][MATRIX_SIZE-1:0];  
reg [$clog2(MATRIX_SIZE)-1:0] write_counter [MATRIX_SIZE-1:0];
reg [MATRIX_SIZE-1:0] done;
assign IS_FULL = done;
integer i,j;
always @(posedge clk or negedge  reset_n) begin
    if (~reset_n) begin
        done<=0;
        QK_RESULT_READ<=0;
        for(i=0;i<MATRIX_SIZE;i=i+1)begin
            write_counter[i]<=0;
        end
        for(i=0;i<MATRIX_SIZE;i=i+1) for(j=0;j<4*MATRIX_SIZE;j=j+1) BUFFER[i][j]<=0;
        result_Qiter<=0;
    end else begin  
            if(write_enable) begin 
            for(i=0;i<MATRIX_SIZE;i=i+1)begin
                if(write_enable[i]) begin             
                    if(write_counter[i]<MATRIX_SIZE) begin
                        write_counter[i]<=write_counter[i]+1;
                        BUFFER[i+MATRIX_SIZE*result_Qiter][write_counter[i]]<=QK_RESULT[(MATRIX_SIZE-i)*OUTPUT_WIDTH-1-:OUTPUT_WIDTH];
                        if(write_counter[i]==MATRIX_SIZE-1) done[i]<=1;              
                end
                end 
                end
    end 
            else if(done)begin 
                done<=0;
                result_Qiter<=result_Qiter+1'b1;
                for(i=0;i<MATRIX_SIZE;i=i+1)begin
                    write_counter[i]<=0;
                end
            end
        if(read_en) begin
        for (i = 0; i < MATRIX_SIZE; i = i + 1) begin
                QK_RESULT_READ[(MATRIX_SIZE-i) * OUTPUT_WIDTH -1 -: OUTPUT_WIDTH] <= BUFFER[READ_ADDR][i]; 
        end
    end
    end
end
endmodule
==> GITHUB_STEP_SUMMARY <==
### Flow metrics

| Metric | Value |
|---|---|
| Fin Setup TNS | `0 ps` |
| Vias in the first global route | `35300` |
| Post-synth top flop | `dfrtp_1` |
| Cells on worst reg2reg path | `18` |
| Crit-path max FO | `11` |
| Detailed Place HPWL | `177000 µm` |
| I/O pins | `69` |
| Final antenna-violating net count | `0` |
| R2r startpoint | `result_Qiter[1]$_DFFE_PN0P_` |
| RSZ-0062 raised after global routing | `yes` |
| Yosys warning count | `3` |
| Met1 usage | `72.3%` |
| FFs w/ async S/R, synth | `55.4%` |
| CP required | `5930 ps` |
| Placed Area | `0.0371 mm²` |
| Grt ovf | `0` |
| Pin count of the biggest net entering global routing | `123` |
| Maxcap violations | `0` |
| Clock latency on the worst-skew pair | `640 ps` |
| Met3 usage | `33.8%` |
| R2R setup slack | `170 ps` |
| Worst stage delay on the critical path | `900 ps` |
| Grt met2 use | `75.4%` |
| Minimum clock period | `5320 ps` |
| Vias per cell | `7.31` |
| Slew margin rel. | `21.3%` |
| Setup violations, final | `0` |
| P per Cell Area | `919 mW/mm²` |
| Highest Clock Rate | `188 MHz` |
| Post-Route Utilization | `49.1%` |
| Hold-fix buffer count after cts | `0` |
| CP startpoint kind | `primary input` |
| Yosys stat chip area | `0.0320 mm²` |
| #FFs+latches synth | `363` |
| Setup WS pre-CTS | `-664 ps` |
| Clock Tree Root | `clkbuf_16` |
| Hold Violations, Final | `0` |
| Max Buffers Root-to-Sink | `3` |
| Vias | `37700` |
| Yosys Instances | `3746` |
| Post-route cell area | `0.0388 mm²` |
| Global-route wire length before repair | `308000 µm` |
| Critical path endpoint category | `flop` |
| Outcome | `complete, no violations` |
| # port buffers | `68` |
| Max VDD drop | `2.76 mV` |
| Post-synth seq share | `31.0%` |
| Arrival time at the worst endpoint | `5860 ps` |
| Max Transition Viols Final | `0` |
| Core ar. | `0.0790 mm²` |
| Worst path slowest cell | `a211oi_1` |
| Die W | `285 µm` |
| Leak Pwr | `17.0 nW` |
| Die height | `285 µm` |
| RD Place Congestion | `1.26` |
| Post-synthesis cell type count | `95` |
| Worst Tran Pin Value | `1170 ps` |
| Post-synth EDFFs | `162` |
| Total GRT Usage | `58.2%` |
| Grt peak-use layer | `met2` |
| CP Cell Sequence | `clkdlybuf4s50_1 > inv_1 > ha_1 > ha_1 > inv_1 > fa_1 > buf_4 > and3b_1 > xnor2_4 > buf_4 > a211oi_1 > a31oi_1 > a31oi_1 > a2111oi_2 > buf_4 > a31o_2 > nand2_1` |
| Routed WL | `231000 µm` |
| Worst path most repeated cell | `buf_4` |
| CTS tree | `done` |
| Die area | `0.0810 mm²` |
| Reg clk slew, reported paths | `60 ps` |
| Wire per inst | `44.7 µm` |
| Total power | `0.0356 W` |
| Drc violations | `0` |
| Antenna violations before repair | `22` |
| CP Class | `primary input to flop` |
| Tightest Hold Check Type | `primary input to asynchronous set/reset pin` |
| Synth Cell Area | `0.0320 mm²` |
| Final setup margin | `75.6 ps` |
| Clk sink count | `363` |
| Post-Syn Instances | `3746` |
| DRT Pass-1 Iters | `11` |
| FP Rows | `103` |
| Post-Route Skew | `55.5 ps` |
| Ratio of final minimum period to clock period | `98.6%` |
| Tally of OpenROAD warnings | `55` |
| Share of cells above drive strength 1 | `20.4%` |
| Initial drt markers | `5865` |
| Htree depth | `2` |
| Mean Syn Cell Area | `8.53 µm²` |
| Layout area overhead | `21.3%` |
| Fp_density | `40.5%` |
| TritonCTS buffer count | `43` |
| R2R Path End | `BUFFER[23][3]$_DFFE_PN0N_` |
## cells in the mapped netlist, drive strengths merged (51+ instances only)
| master | n | area (µm²) |
|---|---|---|
| nor3 | 57 | 317 |
| dfrtp | 201 | 5030 |
| a22oi | 260 | 1950 |
| a211oi | 53 | 403 |
| mux2i | 345 | 3450 |
| clkbuf | 266 | 1040 |
| buf | 90 | 413 |
| mux2 | 182 | 2050 |
| nand2 | 511 | 1940 |
| a21oi | 119 | 596 |
| edfxtp | 162 | 4860 |
| nand3 | 142 | 736 |
| a221oi | 61 | 534 |
| a222oi | 51 | 510 |
| o21ai | 508 | 2540 |
| nor2 | 174 | 776 |
## state kept, by name, indices dropped and copies added (netlist names)
name and cells:
BUFFER 324, done 3, QK_RESULT_READ 27, result_Qiter 3, write_counter 6
## through the flow
| stage | hold slack [ps] | std cells |
|---|---|---|
| after floorplan | 430 | 3746 |
| after global placement | 464 | 5066 |
| after detailed placement | 467 | 5066 |
| after CTS | 430 | 5146 |
| after global routing | 458 | 5149 |
| final | 404 | 5166 |
## cell type report
class / instances / area (µm²)
inverter: 40 / 150
fill: 7427 / 40200
timing repair buffer: 629 / 5130
clock buffer: 64 / 1280
clock inverter: 16 / 273
tap: 1050 / 1310
multi-input combinational: 2987 / 20700
antenna: 17 / 42.5
sequential: 363 / 9890
## logic make-up after synthesis
kind of cell               synth area share [%]
xor gates and xnor gates                   2.07
DFF                                        31.0
AOI/OAI and AO/OA                          27.1
buffers and inverters                      5.01
muxes                                      17.2
and+or+nand+nor                            14.8
adders and majority gates                  2.79
## power breakdown
part | internal, W | leakage, nW | switching [W]
sequential | 0.00479 | 4.15 | 0.00384
clock | 0.00189 | 0.755 | 0.00133
combinational | 0.00851 | 12.1 | 0.0153
total | 0.0152 | 17.0 | 0.0204
## routing by layer
| metal | vias up | share of wire [%] |
|---|---|---|
| li1 | 14900 | - |
| met1 | 18300 | 35 |
| met2 | 3501 | 38 |
| met3 | 1042 | 17 |
| met4 | 26 | 9.8 |
| met5 | - | 0.10 |
## repair_timing
action / in CTS / in global routing
pin swaps: 0 / 2
buffers inserted: 0 / 3
gates resized: 4 / 17
setup endpoints to repair: 13 / 71
## how the worst max path moves through the flow
stage	from	cells after the start	slack, ps	to
4_1_cts	result_Qiter[1]$_DFFE_PN0P_	19	70	BUFFER[23][3]$_DFFE_PN0N_
5_1_grt	result_Qiter[1]$_DFFE_PN0P_	18	-60	BUFFER[22][5]$_DFFE_PN0N_
6_report	READ_ADDR[1]	17	80	QK_RESULT_READ[10]$_DFFE_PN0P_
## layout by cell type, fill, tap and decap left out, drive strengths merged, types with 13 or more instances in the layout
cell	n
nor2	174
or2	13
nand3	142
clkbuf	64
inv	42
fa	14
buf	589
a221oi	61
a21o	45
a211oi	53
a21oi	119
nand2b	15
nor3	57
a222oi	51
ha	49
xor2	15
nand2	511
nor2b	17
and3	34
nand4	23
mux2i	345
clkdlybuf4s50	40
diode	17
xnor2	31
a32oi	16
dfrtp	201
a22oi	260
edfxtp	162
mux2	182
o21ai	508
a31oi	41
a221o	13
a22o	33
## worst max-delay path, delay by kind of cell
family | cells | cell delay [ps]
AND/OR/NAND/NOR | 2 | 500
XOR/XNOR | 1 | 270
buffers and inverters | 6 | 1260
AND-OR/OR-AND | 5 | 1690
adder cells (fa/ha/maj) | 3 | 1020
Power and IR drop assume default switching activity.
