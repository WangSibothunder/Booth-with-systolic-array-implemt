[./config.mk]
export PLATFORM = sky130hd
export DESIGN_NAME = row_buffer
export DESIGN_NICKNAME = row_buffer
export VERILOG_FILES = /design/flow/design.v
export SDC_FILE = /design/flow/constraint.sdc
export NUM_CORES = 4
export LEC_CHECK = 1
export CORE_UTILIZATION = 40
[./constraint.sdc]
current_design row_buffer

set clk_period 6.7
set clk_io_pct 0.2

create_clock -name clk0 -period $clk_period [get_ports {clk}]

set non_clock_inputs [all_inputs -no_clocks]
set_input_delay [expr $clk_period * $clk_io_pct] -clock clk0 $non_clock_inputs
set_output_delay [expr $clk_period * $clk_io_pct] -clock clk0 [all_outputs]
[./design.v]
module row_buffer #(
    parameter INPUT_WIDTH = 8,          
    parameter MATRIX_SIZE = 3,          
    parameter ADDR_WIDTH = $clog2(MATRIX_SIZE**2<<2)  
)(
    input clk,
    input reset_n,
    input write_en, Q_S_sel,                            
    input [MATRIX_SIZE*INPUT_WIDTH-1:0] ROW_INPUT,   
    input read_en,                                      
    input [ADDR_WIDTH-1:0] read_addr,                   
    output reg [MATRIX_SIZE*INPUT_WIDTH-1:0] read_data       
);
    reg [MATRIX_SIZE*INPUT_WIDTH-1:0] buffer_data [4*MATRIX_SIZE+2-1:0];  
    integer j;
    always @(posedge clk or negedge  reset_n) begin
        if (~reset_n) begin
           for (j = 0; j < 4 * MATRIX_SIZE+2; j = j + 1) begin
               buffer_data[j] <= {MATRIX_SIZE*INPUT_WIDTH{1'b0}};
           end
            read_data <= {INPUT_WIDTH{1'b0}};
        end
        else begin 
            if (write_en) begin
            if (Q_S_sel == 0) begin  
                for (j = 0; j < MATRIX_SIZE; j = j + 1) begin
                    buffer_data[buffer_data[4*MATRIX_SIZE+2-1-1] + j][(MATRIX_SIZE - j) * INPUT_WIDTH - 1 -: INPUT_WIDTH] 
                        <= ROW_INPUT[(MATRIX_SIZE - j) * INPUT_WIDTH - 1 -: INPUT_WIDTH];
                end
                buffer_data[4*MATRIX_SIZE+2-1-1] <= buffer_data[4*MATRIX_SIZE+2-1-1] + 1;  
            end
            else begin  
                for (j = 0; j < MATRIX_SIZE; j = j + 1) begin
                    buffer_data[buffer_data[4*MATRIX_SIZE+2-1] + j + MATRIX_SIZE * 2][(MATRIX_SIZE - j) * INPUT_WIDTH - 1 -: INPUT_WIDTH] 
                        <= ROW_INPUT[(MATRIX_SIZE - j) * INPUT_WIDTH - 1 -: INPUT_WIDTH];  
                end
                buffer_data[4*MATRIX_SIZE+2-1] <= buffer_data[4*MATRIX_SIZE+2-1] + 1;  
            end
        end
         if (read_en) begin
            if(Q_S_sel==0) read_data <= buffer_data[read_addr];
            else read_data <= buffer_data[read_addr+MATRIX_SIZE * 2] ;
        end
        end end
endmodule
[./run.sh]
#!/bin/bash
# OpenROAD 26Q1-2900-gdf79404cd8, Yosys 0.63+post, stock flow scripts
make -C /OpenROAD-flow-scripts/flow DESIGN_CONFIG=/design/flow/config.mk WORK_HOME=/design/flow/orfs finish
==> flow_summary.yaml <==
# yosys + openroad results
run_status:
  outcome: "finished clean"
clock_network:
  cts_buffers: 42
  post_cts_buffers: 0
  cts_buffer_depth: 3
  cts_tree: "built"
  clk_latency_ns: 0.59
  clkTransAtPathRegs_ns: 0.06
  cts.sinks: 360
  htreeDepth: 2
  cts_hold_buffers: 0
  cts_root_buffer: "clkbuf_16"
  cts_resized: 0
sta:
  timing.final.ws_setup_ns: 2.29
  whs_ns: 0.503
  worst_slew_pin_slew_ns: 0.995
  final.period_utilization_pct: 65.8
  maxSlewViolCount: 0
  rsz0062_at_grt: "false"
  min_period_ns: 4.41
  max_slew_margin_pct: 33.6
  fin_setup_tns_ns: 0
  hold_viol_final: 0
  fmax_mhz: 227
  fin_skew_ns: 0.0265
  setup_viol: 0
cells_and_area:
  layout.cells.non_filler: 2925
  layout-drive-gt1-share_pct: 22.6
  seqCellArea_mm2: 0.00901
  mi_logic_area_mm2: 0.0117
  num-fill-cells: 4908
  areaGrowthSynthToFinish_pct: 13.1
  utilization_pct: 46.1
  layout.cells.most_common: "dfrtp_1"
  layout_top_cells: "dfrtp_1, mux2_2, nand2_1, a21oi_1, o21ai_0"
synthesis:
  ys_cells: 2206
  ys_async_sr_fraction_pct: 100
  synth_cell_types: 79
  yosys_most_used_dff: "dfrtp_1"
  top_area_cell: "dfrtp_1"
  top_cell_area_share_pct: 41.7
  synth_seq_share_pct: 41.7
  ys_area_mm2: 0.0216
  syn_area_mm2: 0.0216
  edf_count: 0
  ys_ff: 360
  synth.area.top_cells: "dfrtp_1, mux2_2, nand2_1, a21oi_1, o21ai_0"
  synth_warnings: 2
  postSynthAreaPerCell_um2: 9.80
  syn_inst: 2206
power:
  p_leak_uw: 0.00992
  ir_drop_uv: 225
  power.density_mw_per_mm2: 390
job:
  tool_warnings: 46
  cap_violations: 0
grt:
  grt_antenna_before_repair: 2
  overflow: 0
  first_global_vias: 19200
  grt_pass1_wl_mm: 136
  grtUsageTotal_pct: 35.7
  grt_max_degree: 108
floorplanning:
  core_region_area_mm2: 0.0530
  io_pins: 59
  die-area_mm2: 0.0550
  die_y_um: 234
  die_w_um: 234
  fp_util_pct: 40.8
  row_count: 84
setup_path:
  worstPathArrival_ns: 4.86
  worstPathMaxFanout: 53
  critPathSlowestCell: "ha_2"
  cp_num_buf_inv: 4
  slowest_delay_ns: 0.70
  path_cells: "buf_4, inv_1, ha_2, buf_4, buf_4, nand2_1, o31ai_1, a211oi_1, nor4_1, o221ai_1"
  cp_common_cell: "buf_4"
  path_delay_family: "buffers and inverters"
  path_class: "input pin to flip-flop"
  cp_data_required_time_ns: 7.15
  startpoint_type: "input pin"
  end_kind: "flip-flop"
route:
  ant_nets: 0
  routed_wl_mm: 93.2
  wire_per_inst_um: 31.9
  avgViaCountPerCell: 6.83
  first_iter_violations: 2302
  vias: 20000
  drc: 0
  drt_first_pass_iters: 6
placed_design:
  place_congestion: 1.01
  dpl_worst_slack_ns: 1.87
  post-place-cells: 2845
  port_buffers: 56
  dpl.hpwl_mm: 61.6
hold_path:
  hold_path.class: "flip-flop to flip-flop"
-- path summary, 6_finish.rpt --
path | start | to | slack [ns] | depth (start not counted)
setup reg to reg | buffer_data[13][0] | buffer_data[8][14] | 3.15 | 9
hold / removal | buffer_data[6][14] | buffer_data[6][14] | 0.50 | 1
setup / recovery | read_addr[1] | read_data[7] | 2.29 | 10
hold reg to reg | buffer_data[6][14] | buffer_data[6][14] | 0.50 | 1
min in group asynchronous | reset_n | buffer_data[12][19] | 0.72 | 1
max in group asynchronous | reset_n | buffer_data[1][7] | 4.84 | 2
-- power breakdown --
group          internal (uW)  switching [uW]
registers               3140             936
clock network           1560             980
logic                   1480            1440
total                   6180            3360
-- cell type report --
class	instances	area share [%]
Multi-Input combinational cell	1619	47.9
Sequential cell	360	36.9
Timing Repair Buffer	144	5.04
Clock buffer	56	4.89
Tap cell	688	3.52
Clock inverter	21	1.29
Inverter	34	0.522
Antenna cell	3	0.0307
-- stage by stage --
step | total power, uW | instance area [um2]
after CTS | 9500 | 24400
after detailed placement | 6930 | 22900
after floorplan | 5800 | 21600
final | 9540 | 24400
after global placement | 6860 | 22900
after global routing | 9990 | 24400
-- layer usage --
metal / part of all wire (%) / track usage, % / up-vias
li1: - / - / 8361
met1: 40 / 51.4 / 9925
met2: 40 / 47.5 / 1378
met3: 14 / 15.4 / 321
met4: 6.2 / 16.3 / 0
met5: 0 / 0 / -
-- cell families (layout without fill, tap and decap cells) --
group	after synthesis	in the layout	synth area share, %
buffers and inverters	227	255	4.41
adder cells (fa/ha/maj)	19	19	1.10
AND/OR/NAND/NOR	562	562	12.7
other	0	3	0
AND-OR/OR-AND	668	668	20.9
multiplexers	362	362	18.8
XOR/XNOR	8	8	0.394
flip-flops	360	360	41.7
-- synth_stat cells (9+ instances only) --
| library cell | count |
|---|---|
| a211oi_1 | 17 |
| a21oi_1 | 132 |
| a22o_1 | 18 |
| o21a_1 | 11 |
| buf_1 | 12 |
| ha_1 | 19 |
| dfrtp_1 | 360 |
| a221oi_1 | 22 |
| a2111oi_0 | 9 |
| mux2i_1 | 56 |
| nor3_1 | 28 |
| o2bb2ai_1 | 9 |
| o221ai_1 | 40 |
| o21ai_0 | 131 |
| a22oi_1 | 65 |
| a221o_1 | 14 |
| nor2_1 | 81 |
| a31oi_1 | 41 |
| nand3_1 | 99 |
| nand2_1 | 188 |
| clkbuf_1 | 109 |
| buf_2 | 69 |
| o211ai_1 | 9 |
| inv_1 | 30 |
| nand4_1 | 13 |
| nand2b_1 | 24 |
| nor2b_1 | 46 |
| o22ai_1 | 55 |
| and3_1 | 25 |
| a32oi_1 | 16 |
| and2_1 | 20 |
| mux2_2 | 301 |
-- sequential cells by signal (all words and copies together) (netlist names) --
signal / cells
read_data: 24
buffer_data: 336
Power and IR drop assume default switching activity.
