[./config.mk]
export PLATFORM = sky130hd
export DESIGN_NAME = matrix_buffer
export DESIGN_NICKNAME = matrix_buffer
export VERILOG_FILES = /design/flow/design.v
export SDC_FILE = /design/flow/constraint.sdc
export NUM_CORES = 4
export LEC_CHECK = 1
export CORE_UTILIZATION = 40
[./run.sh]
#!/bin/bash
# OpenROAD 26Q1-2900-gdf79404cd8, Yosys 0.63+post, stock flow scripts
make -C /OpenROAD-flow-scripts/flow DESIGN_CONFIG=/design/flow/config.mk WORK_HOME=/design/flow/orfs finish
[./constraint.sdc]
current_design matrix_buffer

set clk_period 6.3
set clk_io_pct 0.2

create_clock -name clk0 -period $clk_period [get_ports {clk}]

set non_clock_inputs [all_inputs -no_clocks]
set_input_delay [expr $clk_period * $clk_io_pct] -clock clk0 $non_clock_inputs
set_output_delay [expr $clk_period * $clk_io_pct] -clock clk0 [all_outputs]
[./design.v]
module matrix_buffer #(
    parameter INPUT_WIDTH = 8,
    parameter MATRIX_SIZE = 3,
    parameter ADDR_WIDTH = $clog2(MATRIX_SIZE**2 << 2)
)(
    input clk,
    input reset_n,
    input K_V_read_EN, K_V_write_EN, K_V_sel,
    input [ADDR_WIDTH-1:0] K_V_addr,  
    input signed [INPUT_WIDTH*MATRIX_SIZE-1:0] MATRIX_INPUT,
    output reg signed [INPUT_WIDTH*MATRIX_SIZE*MATRIX_SIZE-1:0] MATRIX_OUTPUT  
);
    integer i, j;
    reg signed [INPUT_WIDTH*MATRIX_SIZE-1:0] BUFFER [(MATRIX_SIZE*4)-1:0];  
    reg [ADDR_WIDTH-1:0] K_offset, S_offset;
    always @(posedge clk or negedge reset_n) begin
        if (~reset_n) begin
            MATRIX_OUTPUT <= 0;
            K_offset <= 0;
            S_offset <= MATRIX_SIZE*2;
           for (j = 0; j < 4 * MATRIX_SIZE; j = j + 1) begin
               BUFFER[j] <= {MATRIX_SIZE*INPUT_WIDTH{1'b0}};
           end
        end
        else if (K_V_read_EN) begin
            for (i = 0; i < MATRIX_SIZE; i = i + 1) begin
                if (K_V_sel == 0) begin  
                    MATRIX_OUTPUT[(MATRIX_SIZE-i) * INPUT_WIDTH * MATRIX_SIZE -1 -: MATRIX_SIZE * INPUT_WIDTH] <= 
                        BUFFER[K_V_addr + i];
                end else begin  
                    MATRIX_OUTPUT[(MATRIX_SIZE-i) * INPUT_WIDTH * MATRIX_SIZE -1 -: MATRIX_SIZE * INPUT_WIDTH] <= 
                        BUFFER[K_V_addr + i  + MATRIX_SIZE*2];
                end
            end
        end
        else if (K_V_write_EN) begin
            if (K_V_sel == 0) begin  
                    BUFFER[K_offset ] <= MATRIX_INPUT;
                    K_offset <= K_offset + 1;  
            end else begin  
                    BUFFER[S_offset] <= MATRIX_INPUT;
                    S_offset <= S_offset + 1;  
            end
        end
    end
endmodule
==> flow_summary.json <==
{
  "maxCapViolations": 0,
  "worstPathArrival_ns": 5.36,
  "cts_hold_buf": 0,
  "max_slew_margin_pct": 24.4,
  "die-area_sq_mm": 0.0721,
  "drtAntennaViolNets": 0,
  "postCtsResizedCells": 0,
  "rsz0062_at_grt": "false",
  "required_ns": 6.78,
  "synth_cell_types": 89,
  "end_kind": "flop",
  "postSynthAreaPerCell_sq_um": 8.78,
  "warnings": 39,
  "fin_util_pct": 46.5,
  "die_h_microns": 269,
  "holdWs_ns": 0.478,
  "cp-startpoint": "K_V_addr[0]",
  "clk_pin_slew_ns": 0.06,
  "dieWidth_microns": 269,
  "placed_cell_area_sq_mm": 0.0312,
  "cp_max_fo": 23,
  "min_period_ns": 4.88,
  "crit_type": "input pin to flop",
  "totalWireLength_mm": 173,
  "syn_area_sq_mm": 0.0284,
  "grt_pass1_wl_mm": 240,
  "wl_met1_mm": 64.3,
  "cts_htree_levels": 2,
  "endpoint": "MATRIX_OUTPUT[46]",
  "ir_worst_vdd_mv": 0.275,
  "drive_above_1_share_pct": 21.3,
  "place_hpwl_mm": 114,
  "worstSkewPairLatency_ns": 0.61,
  "drtIter0Drc": 5507,
  "grt-ovfl-total": 0,
  "fmax_mhz": 205,
  "ys_ff": 368,
  "syn_to_final_growth_pct": 14.8,
  "leakage_nw": 12.7,
  "rows": 97,
  "wl_met2_mm": 68.1,
  "antenna_found_initial": 7,
  "top_cell_area_share_pct": 32.2,
  "grt_start_max_net_pins": 116,
  "power_mw": 13.2,
  "hold_viol": 0,
  "fp_util_pct": 40.5,
  "clock-sinks": 368,
  "cts_tree": "built",
  "post_drt_wl_per_cell_microns": 41.2,
  "rr_startpoint": "BUFFER[2][11]",
  "ff_type": "dfrtp_1",
  "tightest_slew_ns": 1.13,
  "hold_class": "flop to flop",
  "track_usage_pct": 49.1,
  "dr.pass1.iters": 13,
  "grt_pass1_vias": 29915,
  "numCtsBuffers": 45,
  "vias": 32031,
  "pin_count": 107,
  "edf_count": 0,
  "synthArstFlopShare_pct": 100,
  "core_area_sq_mm": 0.0701,
  "ys_cells": 3239,
  "portBuffers": 104,
  "topCellsByArea": "dfrtp_1, mux2_2, a22oi_1, mux2i_1, nand2_1",
  "ff2ff_path_depth": 7,
  "cts-root-buf": "clkbuf_16",
  "finalCritPeriodShare_pct": 77.5,
  "power.density_mw_per_mm2": 404,
  "drc": 0,
  "yosys_area_sq_mm": 0.0284,
  "yosysTopAreaCell": "dfrtp_1",
  "yosysMostFrequentCell": "dfrtp_1",
  "final-setup-viol-count": 0,
  "yosys-top-cells-count": "dfrtp_1, mux2_2, nand2_1, a21oi_1, o21ai_0",
  "tns_ns": 0,
  "drv_slew": 0,
  "outcome": "complete, no violations",
  "r2r_end": "MATRIX_OUTPUT[11]",
  "highest_layer": "met5",
  "post_cts_buffers": 0,
  "ys_warn_count": 2,
  "wl_met3_mm": 27.7,
  "rrSetupSlack_ns": 3.75,
  "fin_area_sq_mm": 0.0326,
  "synth_cells": 3239,
  "nFillCells": 6682,
  "ctsLongestPathBuffers": 3,
  "clock_skew_ns": 0.0258,
  "vias_per_cell": 7.60,
  "gp_congestion": 1.11,
  "ys_seq_share_pct": 32.4,
  "start_kind": "input pin"
}
==> cell families (layout without fill, tap and decap cells) <==
kind of cell	Yosys count	in the layout	synth area share [%]
simple gates	767	767	12.1
xor+xnor	18	18	0.735
flops	368	368	32.4
fa+ha+maj	14	14	0.616
other cells	0	1	0
compound gates	1241	1241	31.6
mux	419	419	16.1
buf+inv	412	447	6.42
==> flip-flops by register name, indices dropped and copies added, names as in the netlist <==
signal         cells
BUFFER           288
K_offset           4
MATRIX_OUTPUT     72
S_offset           4
==> layer usage <==
metal / global-route usage (%) / vias up
met2: 65.0 / 2868
met3: 24.9 / 715
li1: - / 12777
met5: 0 / -
met1: 64.6 / 15663
met4: 28.6 / 8
==> how the worst min path moves through the flow <==
| stage | startpoint | endpoint | slack (ns) | cells after the start |
|---|---|---|---|---|
| 4_1_cts | MATRIX_OUTPUT[10] | MATRIX_OUTPUT[10] | 0.48 | 1 |
| 5_1_grt | MATRIX_OUTPUT[10] | MATRIX_OUTPUT[10] | 0.50 | 1 |
| 6_report | MATRIX_OUTPUT[10] | MATRIX_OUTPUT[10] | 0.48 | 1 |
==> through the flow <==
stage / worst slack, ns / instances
2_1_floorplan: 2.11 / 3239
3_3_place_gp: 1.01 / 4134
3_5_place_dp: 1.01 / 4134
4_1_cts: 1.62 / 4214
5_1_grt: 1.38 / 4215
6_report: 1.42 / 4215
==> layout by cell type, fill, tap and decap left out, drive strengths merged, types with 28 or more instances in the layout <==
cell type and n:
clkbuf 56, a222oi 88, a31oi 64, nand3 148, o21ai 174, a22oi 160, a21oi 217, a211oi 39
clkdlybuf4s50 99, mux2 305, a32oi 28, dfrtp 366, o22ai 79, mux2i 114, nor3 63, o221ai 34
inv 35, buf 238, and3 33, a22o 61, nand2 298, a221oi 93, nor2 151
==> power breakdown <==
group	internal [mW]	switching (mW)	leakage [nW]
clock network	1.52	1.14	0.710
logic	2.28	2.43	7.29
registers	3.37	2.43	4.66
==> layout make-up <==
class | count | area (sq um) | area share, %
Clock inverter | 24 | 260 | 0.798
Timing Repair Buffer | 337 | 2880 | 8.83
Multi-Input combinational cell | 2459 | 17800 | 54.5
Clock buffer | 56 | 1200 | 3.67
Tap cell | 940 | 1180 | 3.60
Sequential cell | 368 | 9210 | 28.2
Antenna cell | 1 | 2.50 | 0.00767
Inverter | 30 | 113 | 0.345
==> critical path, cell delays in order <==
cell	delay, ns
clkdlybuf4s50_1	0.84
inv_1	0.23
ha_4	0.47
buf_4	0.48
xor3_1	0.31
buf_4	0.29
nand2_1	0.50
a21oi_1	0.08
a2111oi_0	0.51
o311a_1	0.29
o21ai_1	0.07
Power and IR drop assume default switching activity.
